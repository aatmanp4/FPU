### flow/config.mk
export PLATFORM = sky130hd
export DESIGN_NAME = FPU
export DESIGN_NICKNAME = FPU
export VERILOG_FILES = /design/flow/design.v
export SDC_FILE = /design/flow/constraint.sdc
export NUM_CORES = 4
export LEC_CHECK = 1
export CORE_UTILIZATION = 30
### flow/constraint.sdc
current_design FPU

set clk_period 2.9
set clk_io_pct 0.2

create_clock -name clk0 -period $clk_period [get_ports {clk}]

set non_clock_inputs [all_inputs -no_clocks]
set_input_delay [expr $clk_period * $clk_io_pct] -clock clk0 $non_clock_inputs
set_output_delay [expr $clk_period * $clk_io_pct] -clock clk0 [all_outputs]
### flow/design.v
module FPU(clk, A, B, opcode, O,flags);
	input clk;
	input [31:0] A, B;
	input [1:0] opcode;
	output [31:0] O;
	output [6:0] flags;
	wire [31:0] O;
	wire [7:0] a_exponent;
	wire [23:0] a_mantissa;
	wire [7:0] b_exponent;
	wire [23:0] b_mantissa;
	reg        o_sign;
	reg [7:0]  o_exponent;
	reg [24:0] o_mantissa;
	reg [31:0] adder_a_in;
	reg [31:0] adder_b_in;
	wire [31:0] adder_out;
	reg [31:0] multiplier_a_in;
	reg [31:0] multiplier_b_in;
	wire [31:0] multiplier_out;
	reg Z,S,NaN_A,NaN_B,inf_A,inf_B,NOP;
	assign O[31] = o_sign;
	assign O[30:23] = o_exponent;
	assign O[22:0] = o_mantissa[22:0];
	assign a_sign = A[31];
	assign a_exponent[7:0] = A[30:23];
	assign a_mantissa[23:0] = {1'b1, A[22:0]};
	assign b_sign = B[31];
	assign b_exponent[7:0] = B[30:23];
	assign b_mantissa[23:0] = {1'b1, B[22:0]};
	assign flags[0]=inf_B;
	assign flags[1]=inf_A;
	assign flags[2]=NaN_B;
	assign flags[3]=NaN_A;
	assign flags[4]=S;
	assign flags[5]=Z;
	assign flags[6]=NOP;
	adder A1
	(
		.a(adder_a_in),
		.b(adder_b_in),
		.out(adder_out)
	);
	multiplier M1
	(
		.a(multiplier_a_in),
		.b(multiplier_b_in),
		.out(multiplier_out)
	);
	always @ (*)
	begin
		if (opcode[1]==0 && opcode[0]==0) 
		begin
			NOP=0;
			if ((a_exponent == 255 && a_mantissa != 0) || (b_exponent == 0) && (b_mantissa == 0)) 
				begin
					o_sign = a_sign;
					o_exponent = a_exponent;
					o_mantissa = a_mantissa;
				end 
			else if ((b_exponent == 255 && b_mantissa != 0) || (a_exponent == 0) && (a_mantissa == 0)) 
				begin
					o_sign = b_sign;
					o_exponent = b_exponent;
					o_mantissa = b_mantissa;
				end 
			else if ((a_exponent == 255) || (b_exponent == 255)) 
				begin
					o_sign = a_sign ^ b_sign;
					o_exponent = 255;
					o_mantissa = 0;
				end 
			else 
				begin  
					adder_a_in = A;
					adder_b_in = B;
					o_sign = adder_out[31];
					o_exponent = adder_out[30:23];
					o_mantissa = adder_out[22:0];
				end
		end
		else if (opcode[1]==0 && opcode[0]==1) 
		begin
			NOP=0;
			if(A==B)
				begin
					o_exponent=0;
					o_mantissa[22:0]=0;
					o_sign=0;
				end
			else
			begin
			if ((a_exponent == 255 && a_mantissa != 0) || (b_exponent == 0) && (b_mantissa == 0)) 
				begin
					o_sign = a_sign;
					o_exponent = a_exponent;
					o_mantissa = a_mantissa;
				end 
			else if ((b_exponent == 255 && b_mantissa != 0) || (a_exponent == 0) && (a_mantissa == 0)) 
				begin
					o_sign = b_sign;
					o_exponent = b_exponent;
					o_mantissa = b_mantissa;
				end 
			else if ((a_exponent == 255) || (b_exponent == 255)) 
				begin
					o_sign = a_sign ^ b_sign;
					o_exponent = 255;
					o_mantissa = 0;
				end 
			else 
				begin  
					adder_a_in = A;
					adder_b_in = {~B[31], B[30:0]};
					o_sign = adder_out[31];
					o_exponent = adder_out[30:23];
					o_mantissa = adder_out[22:0];
				end
		end
		end
		else if(opcode[1]==1 && opcode[0]==0) 
		begin  
			NOP=0;
			if (a_exponent == 255 && a_mantissa != 0) 
				begin
					o_sign = a_sign;
					o_exponent = 255;
					o_mantissa = a_mantissa;
				end 
			else if (b_exponent == 255 && b_mantissa != 0) 
				begin
					o_sign = b_sign;
					o_exponent = 255;
					o_mantissa = b_mantissa;
				end 
			else if ((a_exponent == 0) && (a_mantissa == 0) || (b_exponent == 0) && (b_mantissa == 0)) 
				begin
					o_sign = a_sign ^ b_sign;
					o_exponent = 0;
					o_mantissa = 0;
				end 
			else if ((a_exponent == 255) || (b_exponent == 255)) 
				begin
					o_sign = a_sign;
					o_exponent = 255;
					o_mantissa = 0;
				end 
			else 
				begin  
					multiplier_a_in = A;
					multiplier_b_in = B;
					o_sign = multiplier_out[31];
					o_exponent = multiplier_out[30:23];
					o_mantissa = multiplier_out[22:0];
				end
		end
		else if(opcode[0]==1 && opcode[1]==1)
			begin
				NOP=1;
			end
	end
	always@(posedge clk)
	begin
		if(a_exponent == 255 && a_mantissa[22:0] != 0)
			NaN_A=1;
		else 
			NaN_A=0;
		if(b_exponent == 255 && b_mantissa[22:0] != 0)
			NaN_B=1;
		else
			NaN_B=0;
		if(b_exponent == 255 && b_mantissa[22:0] == 0)
			inf_B=1;
		else
			inf_B=0;
		if(a_exponent == 255 && a_mantissa[22:0] == 0)
			inf_A=1;
		else
			inf_A=0;
		if(o_sign==1)
			S=1;
		else
			S=0;
		if(o_exponent==8'b0 && o_mantissa[22:0]==0)
			Z=1;
		else
			Z=0;	
	end
endmodule
module adder(a, b, out);
  input  [31:0] a, b;
  output [31:0] out;
  wire [31:0] out;
	reg a_sign;
	reg [7:0] a_exponent;
	reg [23:0] a_mantissa;
	reg b_sign;
	reg [7:0] b_exponent;
	reg [23:0] b_mantissa;
  reg o_sign;
  reg [7:0] o_exponent;
  reg [24:0] o_mantissa;
  reg [7:0] diff;
  reg [23:0] tmp_mantissa;
  reg [7:0] tmp_exponent;
  reg  [7:0] i_e;
  reg  [24:0] i_m;
  wire [7:0] o_e;
  wire [24:0] o_m;
  addition_normaliser norm1
  (
    .in_e(i_e),
    .in_m(i_m),
    .out_e(o_e),
    .out_m(o_m)
  );
  assign out[31] = o_sign;
  assign out[30:23] = o_exponent;
  assign out[22:0] = o_mantissa[22:0];
  always @ ( * ) begin
		a_sign = a[31];
		if(a[30:23] == 0) 
		begin
			a_exponent = 8'b00000001;
			a_mantissa = {1'b0, a[22:0]};
		end 
		else 
		begin
			a_exponent = a[30:23];
			a_mantissa = {1'b1, a[22:0]};
		end
		b_sign = b[31];
		if(b[30:23] == 0) 
		begin
			b_exponent = 8'b00000001;
			b_mantissa = {1'b0, b[22:0]};
		end 
		else 
		begin
			b_exponent = b[30:23];
			b_mantissa = {1'b1, b[22:0]};
		end
    if (a_exponent == b_exponent) 
	 begin  
      o_exponent = a_exponent;
      if (a_sign == b_sign) 
		begin  
        o_mantissa = a_mantissa + b_mantissa;
        o_mantissa[24] = 1;
        o_sign = a_sign;
      end 
		else 
		begin  
        if(a_mantissa > b_mantissa) 
		  begin
          o_mantissa = a_mantissa - b_mantissa;
          o_sign = a_sign;
        end 
		  else 
		  begin
          o_mantissa = b_mantissa - a_mantissa;
          o_sign = b_sign;
        end
      end
    end 
	 else 
	 begin  
      if (a_exponent > b_exponent) 
		begin  
        o_exponent = a_exponent;
        o_sign = a_sign;
				diff = a_exponent - b_exponent;
        tmp_mantissa = b_mantissa >> diff;
        if (a_sign == b_sign)
          o_mantissa = a_mantissa + tmp_mantissa;
        else
          	o_mantissa = a_mantissa - tmp_mantissa;
      end 
		else if (a_exponent < b_exponent) 
		begin  
        o_exponent = b_exponent;
        o_sign = b_sign;
        diff = b_exponent - a_exponent;
        tmp_mantissa = a_mantissa >> diff;
        if (a_sign == b_sign) 
		  begin
          o_mantissa = b_mantissa + tmp_mantissa;
        end 
		  else 
		  begin
					o_mantissa = b_mantissa - tmp_mantissa;
        end
      end
    end
    if(o_mantissa[24] == 1) 
	 begin
      o_exponent = o_exponent + 1;
      o_mantissa = o_mantissa >> 1;
    end 
	 else if((o_mantissa[23] != 1) && (o_exponent != 0)) 
	 begin
      i_e = o_exponent;
      i_m = o_mantissa;
      o_exponent = o_e;
      o_mantissa = o_m;
    end
  end
endmodule
module addition_normaliser(in_e, in_m, out_e, out_m);
  input [7:0] in_e;
  input [24:0] in_m;
  output [7:0] out_e;
  output [24:0] out_m;
  wire [7:0] in_e;
  wire [24:0] in_m;
  reg [7:0] out_e;
  reg [24:0] out_m;
  always @ ( * ) 
  begin
		if (in_m[23:3] == 21'b000000000000000000001) 
		begin
			out_e = in_e - 20;
			out_m = in_m << 20;
		end 
		else if (in_m[23:4] == 20'b00000000000000000001) 
		begin
			out_e = in_e - 19;
			out_m = in_m << 19;
		end 
		else if (in_m[23:5] == 19'b0000000000000000001) 
		begin
			out_e = in_e - 18;
			out_m = in_m << 18;
		end 
		else if (in_m[23:6] == 18'b000000000000000001) 
		begin
			out_e = in_e - 17;
			out_m = in_m << 17;
		end 
		else if (in_m[23:7] == 17'b00000000000000001) 
		begin
			out_e = in_e - 16;
			out_m = in_m << 16;
		end 
		else if (in_m[23:8] == 16'b0000000000000001) 
		begin
			out_e = in_e - 15;
			out_m = in_m << 15;
		end 
		else if (in_m[23:9] == 15'b000000000000001) 
		begin
			out_e = in_e - 14;
			out_m = in_m << 14;
		end 
		else if (in_m[23:10] == 14'b00000000000001) 
		begin
			out_e = in_e - 13;
			out_m = in_m << 13;
		end 
		else if (in_m[23:11] == 13'b0000000000001) 
		begin
			out_e = in_e - 12;
			out_m = in_m << 12;
		end 
		else if (in_m[23:12] == 12'b000000000001) 
		begin
			out_e = in_e - 11;
			out_m = in_m << 11;
		end 
		else if (in_m[23:13] == 11'b00000000001) 
		begin
			out_e = in_e - 10;
			out_m = in_m << 10;
		end 
		else if (in_m[23:14] == 10'b0000000001) 
		begin
			out_e = in_e - 9;
			out_m = in_m << 9;
		end 
		else if (in_m[23:15] == 9'b000000001) 
		begin
			out_e = in_e - 8;
			out_m = in_m << 8;
		end 
		else if (in_m[23:16] == 8'b00000001) 
		begin
			out_e = in_e - 7;
			out_m = in_m << 7;
		end 
		else if (in_m[23:17] == 7'b0000001) 
		begin
			out_e = in_e - 6;
			out_m = in_m << 6;
		end 
		else if (in_m[23:18] == 6'b000001) 
		begin
			out_e = in_e - 5;
			out_m = in_m << 5;
		end 
		else if (in_m[23:19] == 5'b00001) 
		begin
			out_e = in_e - 4;
			out_m = in_m << 4;
		end 
		else if (in_m[23:20] == 4'b0001) 
		begin
			out_e = in_e - 3;
			out_m = in_m << 3;
		end 
		else if (in_m[23:21] == 3'b001) 
		begin
			out_e = in_e - 2;
			out_m = in_m << 2;
		end 
		else if (in_m[23:22] == 2'b01) 
		begin
			out_e = in_e - 1;
			out_m = in_m << 1;
		end
  end
endmodule
module multiplication_normaliser(in_e, in_m, out_e, out_m);
  input [7:0] in_e;
  input [47:0] in_m;
  output [7:0] out_e;
  output [47:0] out_m;
  wire [7:0] in_e;
  wire [47:0] in_m;
  reg [7:0] out_e;
  reg [47:0] out_m;
  always @ ( * ) 
  begin
	  if (in_m[46:41] == 6'b000001) 
	  begin
			out_e = in_e - 5;
			out_m = in_m << 5;
		end 
		else if (in_m[46:42] == 5'b00001) 
		begin
			out_e = in_e - 4;
			out_m = in_m << 4;
		end 
		else if (in_m[46:43] == 4'b0001) 
		begin
			out_e = in_e - 3;
			out_m = in_m << 3;
		end 
		else if (in_m[46:44] == 3'b001) 
		begin
			out_e = in_e - 2;
			out_m = in_m << 2;
		end 
		else if (in_m[46:45] == 2'b01) 
		begin
			out_e = in_e - 1;
			out_m = in_m << 1;
		end
  end
endmodule
module multiplier(a, b, out);
  input  [31:0] a, b;
  output [31:0] out;
  wire [31:0] out;
	reg a_sign;
  reg [7:0] a_exponent;
  reg [23:0] a_mantissa;
	reg b_sign;
  reg [7:0] b_exponent;
  reg [23:0] b_mantissa;
  reg o_sign;
  reg [7:0] o_exponent;
  reg [24:0] o_mantissa;
	reg [47:0] product;
  assign out[31] = o_sign;
  assign out[30:23] = o_exponent;
  assign out[22:0] = o_mantissa[22:0];
	reg  [7:0] i_e;
	reg  [47:0] i_m;
	wire [7:0] o_e;
	wire [47:0] o_m;
	multiplication_normaliser norm1
	(
		.in_e(i_e),
		.in_m(i_m),
		.out_e(o_e),
		.out_m(o_m)
	);
  always @ ( * ) 
  begin
		a_sign = a[31];
		if(a[30:23] == 0) 
		begin
			a_exponent = 8'b00000001;
			a_mantissa = {1'b0, a[22:0]};
		end 
		else 
		begin
			a_exponent = a[30:23];
			a_mantissa = {1'b1, a[22:0]};
		end
		b_sign = b[31];
		if(b[30:23] == 0) 
		begin
			b_exponent = 8'b00000001;
			b_mantissa = {1'b0, b[22:0]};
		end 
		else 
		begin
			b_exponent = b[30:23];
			b_mantissa = {1'b1, b[22:0]};
		end
    o_sign = a_sign ^ b_sign;
    o_exponent = a_exponent + b_exponent - 127;
    product = a_mantissa * b_mantissa;
    if(product[47] == 1) 
	 begin
      o_exponent = o_exponent + 1;
      product = product >> 1;
    end 
	 else if((product[46] != 1) && (o_exponent != 0)) 
	 begin
      i_e = o_exponent;
      i_m = product;
      o_exponent = o_e;
      product = o_m;
    end
		o_mantissa = product[46:23];
	end
endmodule
### flow/run.sh
#!/bin/bash
# OpenROAD 26Q1-2900-gdf79404cd8, Yosys 0.63+post, stock flow scripts
make -C /OpenROAD-flow-scripts/flow DESIGN_CONFIG=/design/flow/config.mk WORK_HOME=/design/flow/orfs finish
==> results_slide.txt <==
Synthesis and Place & Route Summary

Run status
  – Status: complete, no violations

Die
  – Core Area: roughly 130000 µm²
  – Ports: ~110
  – Die W: 370.3 µm
  – Vert. Die Dim: between 300 and 400 µm
  – Die area: ~140000 µm²
  – Standard-cell rows: between 100 and 150
  – Initial Util: between 30% and 40%

STA
  – Period minus WS final: 2.855 ns
  – FMAX: between 0.3 and 0.4 GHz
  – Endpoints left unconstrained: 357
  – Max transition margin: 29.86%
  – Fin crit share: roughly 98%
  – Measured slew at the worst slew-check pin: 1.052 ns
  – Final setup violation count: 0
  – RSZ-0062 raised after global routing: false
  – WHS: between 1 and 1.5 ns
  – Count of unclocked register or latch pins: 323
  – Max-slew violation count: 0
  – Final hold viol count: 0

Finish
  – Fillers: roughly 14000
  – Fin util: about 33%
  – Layout cells sized above 1: under 10%
  – Non-Filler Instances: between 6000 and 7000
  – P&R area growth vs syn: 7.760%
  – Design area: ~44000 µm²

Clock network
  – Clock tree root buffer cell: clkbuf_16
  – Setup Buffers After CTS: 0
  – Hold-fix buffers, CTS: 0
  – CTS tree: built
  – Clk buf depth: 2
  – CTS HTree Levels: 1
  – Num CTS Buffers: 3
  – Clk slew on worst S/H paths: roughly 0.07 ns

Detailed routing
  – Wire length on met2: about 63 mm
  – DRC Markers: 0
  – DR pass1 iterations: 6
  – Length of routed wiring on met1: 67.51 mm
  – Uppermost layer routed: met5
  – Number of routed nets with antenna violations: 0
  – Routed wire length: between 150 and 200 mm
  – Via Count: ~37000
  – Number of vias per cell: roughly 5.4
  – 1st-iter DRT viols: 3385
  – Wire per inst: between 20 and 25 µm
  – Met3 WL: around 21 mm

Job
  – Max_cap viols: 0
  – OpenROAD warning count: 100

GRT
  – Vias in the first global route: about 37000
  – Largest net degree at the start of global routing: between 60 and 70
  – Antenna violations before repair: 11
  – GRT Total Usage: about a quarter
  – First-pass GRT wire length: between 200 and 250 mm
  – Gr ovfl total: 0

Logic synthesis
  – Yosys stat area: between 40000 and 50000 µm²
  – Flops after synth: around 330
  – Yosys top cell area share: between 20% and 30%
  – Number of flops mapped to enable cells by yosys: 0
  – Cell area leaders: fa_1 24%, dlxtn_1 12%, ha_1 11%, nand2_1 6.8%, inv_1 5.9%
  – YS warnings: approximately 1000
  – Syn Inst Count: ~5200
  – Asr flop ratio synth: 0%
  – Syn_area_per_cell: approximately 8 µm²
  – Post-synth top flop: dlxtn_1
  – Top cells by count: 742 x nand2_1, 645 x inv_1, 489 x fa_1
  – Post-synthesis cell area: roughly 40000 µm²
  – Biggest area consumer among synthesized cells: fa_1
  – Most frequent cell after synthesis: nand2_1
  – Synth unique cells: 90
  – Yosys Instances: 5179

Worst setup path
  – Crit path kind: in -> out
  – Max FO, Critical Path: 33
  – Data required time of the worst path: 2.32 ns
  – Endpoint class of the critical path: output port
  – CP arrival: between 2 and 2.5 ns
  – Startpoint Class: input port

Placement
  – Cells after DPL: 6876
  – Post-placement cell area: about 44000 µm²
  – DP HPWL: roughly 120 mm
  – Port bufs: 105
  – GPL Wtd Cong: between 1 and 1.5

Worst hold path
  – Min-Delay Path Class: in -> reg
## logic make-up after synthesis
kind of cell / count (synthesis) / share of synthesized area [%]
simple gates: 1631 / 18.52
compound gates: 1076 / 17.07
buf+inv: 984 / 9.333
fa+ha+maj: 838 / 34.78
latches: 323 / 11.92
xor+xnor: 179 / 3.852
mux: 141 / 4.230
flops: 6 / 0.2951
other cells: 1 / 0.009214
## placed cells by master (no fill, tap or decap), types with 105 or more instances in the layout
master   Yosys  layout
nand2_1    742     742
inv_1      645     645
fa_1       489     489
ha_1       349     349
a21oi_1    315     313
dlxtn_1    323     310
nor2_1     277     273
o21ai_0    203     203
and2_1     201     201
buf_4       18     125
xnor2_1    118     117
mux2i_1    105     105
## stage by stage
step | setup WS, ns | setup TNS (ns)
after floorplan | 0.4993 | 0
after global placement | -0.5676 | -0.5676
after detailed placement | -0.5782 | -0.5782
after CTS | 0.03247 | 0
after global routing | 0.00006128 | 0
final | 0.04493 | 0
## final timing paths
| path | cells past startpoint | startpoint | to |
|---|---|---|---|
| worst max-delay path | 5 | opcode[0] | flags[6] |
| worst min-delay path | 4 | A[8] | inf_A |
## routing by layer
layer	track usage [%]	vias to the layer above
li1	-	17110
met1	33.89	18070
met2	32.39	1835
met3	11.79	254
met4	6.135	18
met5	1.434	-
## timing repair
action | 4_1_cts | 5_1_grt
pin swaps | 0 | 0
setup endpoints to repair | 1 | 1
resized | 8 | 1
## critical path: stages
cell and delay [ns]:
clkdlybuf4s15_2 0.40, and2_1 0.20, buf_6 0.25, dlxtn_1 0.38, clkdlybuf4s50_1 0.46
## cell type report
type                       instances  area (µm²)  share of cell area [%]
tap                             1768        2212                   5.044
inverter                         650        2440                   5.563
sequential                       329        4986                   11.37
timing repair buffer             231        1997                   4.553
multi-input combinational       3898       32140                   73.28
antenna                            4       10.01                 0.02282
clock buffer                       3       75.07                  0.1712
## sequential cells by signal, summed over array words and instances (netlist names), 8 cells and up
register	cells
adder_a_in	32
adder_b_in	32
multiplier_a_in	32
multiplier_b_in	32
M1.i_m	29
A1.i_m	24
A1.o_mantissa	23
M1.norm1.out_m	23
o_mantissa	23
A1.norm1.out_m	22
A1.i_e	8
A1.norm1.out_e	8
A1.o_exponent	8
M1.i_e	8
M1.norm1.out_e	8
o_exponent	8
